<file path="flow/constraint.sdc">
current_design Progam_counter

set clk_period 1.7
set clk_io_pct 0.2

create_clock -name clk0 -period $clk_period [get_ports {clk}]

set non_clock_inputs [all_inputs -no_clocks]
set_input_delay [expr $clk_period * $clk_io_pct] -clock clk0 $non_clock_inputs
set_output_delay [expr $clk_period * $clk_io_pct] -clock clk0 [all_outputs]
</file>
<file path="flow/config.mk">
export PLATFORM = sky130hd
export DESIGN_NAME = Progam_counter
export DESIGN_NICKNAME = Progam_counter
export VERILOG_FILES = /design/flow/design.v
export SDC_FILE = /design/flow/constraint.sdc
export NUM_CORES = 4
export LEC_CHECK = 1
export CORE_AREA = 10 10 70 70
export DIE_AREA = 0 0 80 80
</file>
<file path="flow/design.v">
`timescale 1ns / 1ps
module Progam_counter(
    input clk, rst,
    input load_pc, inc_pc,
    input [4:0] pc_addin,
    output logic [4:0] pc_addout
    );
logic [7:0] pc_reg;
always_ff @(posedge clk or negedge rst) begin 
    if(!rst) begin 
            pc_addout <= 5'h0;
    end
    else begin 
        if(load_pc) pc_reg <= pc_addin;
        else if(inc_pc)  pc_reg <= pc_reg + 1;
        else pc_addout <= pc_reg;
    end
end
endmodule
</file>
<file path="flow/run.sh">
#!/bin/bash
# OpenROAD 26Q1-2900-gdf79404cd8, Yosys 0.63+post, stock flow scripts
make -C /OpenROAD-flow-scripts/flow DESIGN_CONFIG=/design/flow/config.mk WORK_HOME=/design/flow/orfs finish
</file>
==> results.txt <==
Implementation progress

The worst setup path is launched from a flip-flop. Between clock sinks in the finished design, the worst skew comes to slightly above 0.006 ns. Registers are responsible for roughly half of the overall power.

The required time at the worst endpoint is listed as approximately 1.4 ns. The aggregate global-route resource usage stands at a little over 3%. The total DRC errors in the routed layout stands at 0. In the per-layer summary, the met1 wirelength comes to a little over 500 µm. By area the synthesized netlist is led by sky130_fd_sc_hd__edfxtp_1 (31%), sky130_fd_sc_hd__dfrtp_1 (26%), sky130_fd_sc_hd__mux2_4 (15%), sky130_fd_sc_hd__nor2_8 (4.1%), sky130_fd_sc_hd__o21ai_0 (4.1%). The placeable core region stands at 3420 µm².

The first global-routing pass estimated 1520 µm of wire. Across all layers, the routed design uses 311 vias. The final layout contains routed wiring with a total length of 1020 µm.

Per the run report, area growth between synthesis and finish was 46.4%. The sum of overflow across all layers after global routing stands at 0. The post-synthesis instance total stands at 33.

The switching part of the total power stands at around 22%. The initial cell density of the core stands at between 10% and 20%. The timing-limited maximum frequency stands at roughly 0.69 GHz. The number of cells reported by Yosys stat comes to 33. The floorplan step set the die height to about 80 µm. The largest stage delay on the critical path stands at roughly 0.48 ns. STA puts the critical path data arrival time at about 1.1 ns. The synthesis report lists the Yosys warning total as 1.

The routability-driven placement congestion ratio stands at 0.801. The total clock sinks stands at 10. The tally of max-capacitance violations stands at 0. The initial antenna violation count stands at 0. The final hold violation count stands at 0.

The vias per cell stands at 3.17. The critical path is of the flip-flop to output port type. The post-CTS hold buffer count recorded in the log is 0. The proportion of layout cells with a drive suffix above 1 stands at between 20% and 30%. In this run the static leakage power is 0.000277 µW. TritonCTS built the clock tree. Traced cell by cell, the critical path runs through clkdlybuf4s50_1.

The count of different cell masters after synthesis stands at 13. The peak ir drop on the vdd network stands at 0.278 mV. In the final layout, the fill cell count is about 390. The tally of buffers added on design ports stands at 13. The internal cell power stands at roughly 470 µW. The worst slack after detailed placement stands at -0.00271 ns. For the worst-skew pair, the clock arrives at the later sink with an insertion delay of roughly 0.26 ns. Setup repair after global routing left no endpoint under its margin.

For this design the top-level I/O count stands at 14. Of the synthesized area, sequential elements account for between 50 and 60%. The count of pins over their slew limit stands at 0. The number of setup buffers added after CTS stands at 0. Entering global routing, the biggest net connects 7 pins. The number of global-route vias before repair was between 300 and 400. The sum of met3 wire segment lengths after detailed routing stands at around 120 µm. The total power divided by cell area stands at roughly 850 nW/µm². The area of the die stands at ~6400 µm². The critical path buffer and inverter count stands at 1. The sequential cell area stands at between 200 and 300 µm². The number of placement rows stands at 21. For the finished layout, the period the worst path requires is between 1 and 1.5 ns. After clock tree synthesis, the repair step resized 0 gates. The count of antenna-violating nets left after detailed routing stands at 0.

The number of detailed-route iterations in the first pass stands at 4. Looking at area per cell type in the netlist, the leader is sky130_fd_sc_hd__edfxtp_1. Looking at the critical path, the highest net fanout was 2.

The sum of net half-perimeters after detailed placement stands at 842 µm. The largest buffer count on any clock path stands at 2. Dividing the detail-routed wire length by the instance count gives between 10 and 15 µm. The top cell type's share of synthesized area stands at a little under a third.

The timing report attributes the biggest portion of critical-path delay to buffers and inverters. The layout report lists the multi-input gate area as a little under 200 µm². The synthesized flop and latch total stands at 10. The accumulated negative setup slack stands at 0 ns. Looking at the clock tree report, the root buffer type is sky130_fd_sc_hd__clkbuf_4. The met2 wire length stands at 388 µm. The clock network power share stands at approximately 28%. The number of antenna repair diodes stands at 0. STA reports the tightest min-delay check as being of type input port to async pin. In this run the cell area of the synthesized design comes to 485 µm².

In this run the tightest slew margin relative to its limit is ~78%. The net switching power in the latest report is 134 µW. The number of failing setup endpoints in the final timing report stands at 0. The clock slew seen by the registers of the worst setup and hold paths stands at ~0.060 ns. The number of violations reported at the end of detailed-routing iteration 0 stands at 13.

STA classifies the critical path endpoint as an output port. The measured slew at the worst slew-check pin stands at between 0.3 and 0.4 ns. Averaged over all synthesized cells, the footprint is 14.7 µm².

The run finished with clean final reports. For this run, the chip area from Yosys synthesis comes to between 400 and 500 µm². The share of the cycle needed by the critical path after routing stands at between 80% and 90%. The detailed router used layers up to and including met3. The number of clock buffers added by TritonCTS is 3. The post-layout worst setup margin stands at between 0.2 and 0.3 ns. The count of warning messages emitted by the tools stands at 25. According to the floorplan report, the die width is roughly 80 µm. The critical path's slowest stage uses the library cell sky130_fd_sc_hd__clkdlybuf4s50_1. The total number of H-tree levels stands at 1. Combinational cells account for between 20% and 30% of the total power.
[cells by family after synthesis]
group,synth area share [%]
and+or+nand+nor,11.1
xor gates and xnor gates,5.41
DFF,56.7
buffers and inverters,2.32
AOI/OAI and AO/OA,4.12
muxes,17.8
adders and majority gates,2.58
[final timing paths]
check	startpoint	end	slack, ns	cells past startpoint
max	pc_addout[0]	pc_addout[0]	0.26	1
min in group clk0	pc_addout[4]	pc_addout[4]	0.52	1
max in group asynchronous	rst	pc_addout[4]	1.19	2
min	rst	pc_addout[2]	0.41	2
max reg2reg	pc_reg[0]	pc_reg[4]	0.42	4
min reg2reg	pc_addout[4]	pc_addout[4]	0.52	1
[layer usage]
metal | track usage [%] | up-vias
met1 | 4.53 | 137
met3 | 2.27 | 0
met5 | 0 | -
met2 | 3.61 | 19
li1 | - | 155
met4 | 0.352 | 0
[power by group through the flow]
| stage | clock network (µW) | logic [µW] | registers (µW) |
|---|---|---|---|
| final | 168 | 129 | 310 |
| after global routing | 180 | 139 | 315 |
| after CTS | 171 | 132 | 310 |
[Yosys cell counts]
master	count
sky130_fd_sc_hd__xnor2_1	1
sky130_fd_sc_hd__mux2_4	5
sky130_fd_sc_hd__and2b_2	1
sky130_fd_sc_hd__buf_6	1
sky130_fd_sc_hd__nand2_1	4
sky130_fd_sc_hd__mux2_2	1
sky130_fd_sc_hd__ha_1	1
sky130_fd_sc_hd__o21ai_0	4
sky130_fd_sc_hd__nand3_1	2
sky130_fd_sc_hd__nor2_8	1
sky130_fd_sc_hd__edfxtp_1	5
sky130_fd_sc_hd__xor2_1	2
sky130_fd_sc_hd__dfrtp_1	5
[cells in the final DEF (no fill, tap or decap), types with 2 or more instances in the layout]
| cell type | n |
|---|---|
| sky130_fd_sc_hd__clkdlybuf4s50_1 | 13 |
| sky130_fd_sc_hd__edfxtp_1 | 5 |
| sky130_fd_sc_hd__mux2_4 | 5 |
| sky130_fd_sc_hd__o21ai_0 | 4 |
| sky130_fd_sc_hd__nand2_1 | 4 |
| sky130_fd_sc_hd__nand3_1 | 2 |
| sky130_fd_sc_hd__buf_4 | 3 |
| sky130_fd_sc_hd__dfrtp_1 | 5 |
| sky130_fd_sc_hd__clkbuf_4 | 3 |
| sky130_fd_sc_hd__xor2_1 | 2 |
[area by class of cell]
cell class	instances	share of cell area (%)
clock buffer	4	3.70
sequential	10	38.7
timing repair buffer	16	21.5
multi-input combinational	22	28.0
tap	46	8.10
[per-stage QoR]
stage               cells  utilization (%)  total power [µW]  hold slack, ns  instance area [µm²]
detailed placement     94             20.0               447           0.516                  684
floorplan              33                -               365          0.0444                  485
finish                 98             20.8               607           0.408                  711
global route           98             20.8               634           0.415                  711
global placement       94             20.0               446           0.516                  684
CTS                    98             20.8               613           0.403                  711
Power and IR drop assume default switching activity.
