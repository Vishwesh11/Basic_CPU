`/design/flow/run.sh`:
```
#!/bin/bash
# OpenROAD 26Q1-2900-gdf79404cd8, Yosys 0.63+post, stock flow scripts
make -C /OpenROAD-flow-scripts/flow DESIGN_CONFIG=/design/flow/config.mk WORK_HOME=/design/flow/orfs finish
```
`/design/flow/design.v`:
```
`timescale 1ns / 1ps
module Memory(
    input logic clk, rst,
    input logic mem_rd, mem_wr,
    input logic [7:0] mem_din,
    input logic [4:0] mem_add,
    output logic [7:0] mem_dout
    );
logic [8:0] memory [31:0];
always_ff @(posedge clk or negedge rst) begin 
    if(~rst) begin
        read <= 0; write <= 0;
    end 
    else begin
         if(mem_wr && !mem_rd) memory[mem_add] <= mem_din;
         else if(mem_rd && !mem_wr ) mem_dout <= memory[mem_add];
    end
end
endmodule
```
`/design/flow/config.mk`:
```
export PLATFORM = sky130hd
export DESIGN_NAME = Memory
export DESIGN_NICKNAME = Memory
export VERILOG_FILES = /design/flow/design.v
export SDC_FILE = /design/flow/constraint.sdc
export NUM_CORES = 4
export LEC_CHECK = 1
export CORE_UTILIZATION = 40
```
`/design/flow/constraint.sdc`:
```
current_design Memory

set clk_period 4.9
set clk_io_pct 0.2

create_clock -name clk0 -period $clk_period [get_ports {clk}]

set non_clock_inputs [all_inputs -no_clocks]
set_input_delay [expr $clk_period * $clk_io_pct] -clock clk0 $non_clock_inputs
set_output_delay [expr $clk_period * $clk_io_pct] -clock clk0 [all_outputs]
```
==> run notes <==
The following summarizes the physical implementation.

Placed design
The half-perimeter wire length of the detailed placement result is ~19 mm. The buffer_ports step reported a buffer count of 24. After its last routability iteration, the placer logged a weighted congestion of roughly 0.95.

Power and ir drop
Of the total power, combinational logic draws 0.051. Of the total power, the clock network draws 0.402. The switching portion of total power is 0.209. The net switching power figure is between 900 and 1000 µW. The part of the power in registers is 0.547.

The worst VDD IR drop from the latest analysis is 0.271 mV. Power spread over the standard cell area amounts to 383 mW/mm². The reported leakage power is about 0.0037 µW. The design internal power is around 3600 µW.

Final timing
Adding up every negative setup slack in the final design gives 0 ns. The final hold violation count recorded for this run is 0. The max-slew check reports its worst relative slack as 0.260.

The peak clock frequency supported by timing is between 200 and 300 MHz. Of the available clock period, the critical path in the final layout requires 0.745. The final max-slew violation count is 0.

At the pin with the least slew margin, the transition time is between 1 and 1.5 ns. Between clock sinks in the finished design, the worst skew comes to 0.00817 ns. The setup violation total in the final timing report is 0. The clock period minus final worst setup slack is approximately 3.7 ns. Setup repair after global routing left no endpoint under its margin.

Layout
At the end of the flow the core is filled with cells to 0.473. The growth of design area from synthesis to finish is 16.1%. The fraction of layout instances using a drive strength above 1 is 0.131. The number of fillers in the final layout is 2,095.

Critical path
The type of the worst setup path is input port to flop. The kind of start point of the critical path is an input port. The required time of the critical path is 5.24 ns. Along the worst path, the maximum fanout reaches 18. The arrival time reported for the critical path endpoint is 3.99 ns. STA classifies the critical path endpoint as a flop.

Clock network
For the worst-skew pair, the clock arrives at the later sink with an insertion delay of roughly 0.53 ns. The post-CTS clock slew at the launch and capture registers of the worst setup and hold paths is roughly 0.060 ns. The H-tree depth is 1. The maximum clock insertion buffer count is 3.

After clock tree synthesis, the setup repair step added 0 buffers. The cell sitting at the root of the clock tree is a clkbuf_16. The number of sinks on the clock net is roughly 260. TritonCTS created 26 clock buffers.

The total of hold buffers inserted after clock tree synthesis is 0. The TritonCTS clock tree is yes. The number of gates given a new drive strength after cts is 0.

Logic synthesis
The portion of synthesized area spent on multiplexers is 0.0160. The number of enable-type register cells in the synthesized netlist is approximately 260. The post-synthesis area per instance is around 16 µm². Per the synth log, the flip-flop and latch total comes to around 260. The proportion of netlist area held by the largest area contributor is 0.772. The gate count after technology mapping is ~630. The total cells reported by yosys after synthesis is 634. In this run, the synthesized area fraction spent on AND-OR/OR-AND gates is recorded as 0.111. Ranked by total cell area, the synthesized netlist is headed by edfxtp_1, a22oi_1, nor2_1.

The leading register cell type out of synthesis is edfxtp_1. During synthesis, Yosys emitted a total of 6 warnings. The post-synthesis share of cell area spent on and, or, nand and nor gates is 0.0841. For this run, the chip area from Yosys synthesis comes to 0.0103 mm². In this run, distinct cell masters in the synthesized netlist total a little under 50. The total standard cell area after synthesis is between 0.01 and 0.015 mm². For reference, the top logic cell family by area is AND-OR/OR-AND gates. Of all cell types, the one taking the most synthesized area is edfxtp_1. Of the synthesized area, sequential elements account for 0.772. The share of flip-flops with an asynchronous set or reset after synthesis is 0. Of the total synthesized cell area, the portion taken by full adders, half adders and majority gates is 0. The xor and xnor fraction of the mapped netlist area is 0.

Floorplan
The floorplan row count is 58. 25 I/O pins were placed. The die width is roughly 160 µm. The die extent in y is between 150 and 200 µm. The core utilization before placement is 0.408. The area of the die is 0.0263 mm². The placeable core region is between 0.02 and 0.03 mm².

Drt
In the final routed layout, each cell accounts on average for about 27 µm. The number of antenna diodes in the final layout is 0. The number of vias in the routed layout is between 6,000 and 7,000. The number of optimization iterations in the first detailed-route pass is 5.

The initial DRC count is between 400 and 500. The detailed router reported a total wirelength of 28.3 mm. For this run, design rule violations remaining after detail routing come to 0. The count of nets left with antenna violations after detail routing is 0. For this run, the detailed router reports a per-instance via density of 5.90.

Global routing
The aggregate global-route resource usage is 0.245. The number of antenna violations at the first check in global routing is 0. The first global-routing pass estimated between 40 and 50 mm of wire. The maximum number of pins on one net before global-route repair is 39. The number of global-route vias before repair is between 6,000 and 7,000. The total overflow left after global routing is 0.

Outcome
The run finished with clean final reports.

Run
The number of warnings in the stage logs is 25. The number of maximum-capacitance violations recorded for the run is 0.

Worst hold path
Checking hold timing, the worst path is listed with class flop to flop.
## worst paths after layout
kind / from / endpoint / slack, ns / cells after the start
worst min register to register: memory[0][7]$_DFFE_PP_ / mem_dout[7]$_DFFE_PP_ / 0.55 / 1
worst min-delay path: memory[0][7]$_DFFE_PP_ / mem_dout[7]$_DFFE_PP_ / 0.55 / 1
worst max-delay path: mem_add[1] / mem_dout[6]$_DFFE_PP_ / 1.25 / 7
worst max register to register: memory[29][4]$_DFFE_PP_ / mem_dout[4]$_DFFE_PP_ / 2.82 / 5
## cells in the final DEF, fill, tap and decap left out, types with 13 or more instances in the layout
| cell type | count |
|---|---|
| a21oi_1 | 17 |
| a22oi_1 | 70 |
| buf_4 | 51 |
| clkbuf_16 | 27 |
| clkdlybuf4s50_1 | 23 |
| edfxtp_1 | 264 |
| mux2i_1 | 13 |
| nand2_1 | 21 |
| nor2_1 | 55 |
| nor3_1 | 24 |
## flip-flops by register name, summed over array words and instances (netlist names)
signal	cells
mem_dout	8
memory	256
## critical path, cell delays in order
cell             delay (ns)
clkdlybuf4s50_1        0.78
or3b_1                 0.66
nor3_2                 0.68
a22oi_1                0.27
nand3_1                0.22
a311oi_1               0.08
a31oi_1                0.30
## cells in the mapped netlist (5+ instances only)
cell type / instances
a21oi_1: 17
a22o_1: 11
a22oi_1: 70
a31oi_1: 5
a32oi_1: 7
buf_2: 10
buf_4: 5
clkbuf_1: 11
edfxtp_1: 264
mux2i_1: 13
nand2_1: 21
nand2b_1: 7
nand3_1: 11
nand4_1: 12
nor2_1: 55
nor2b_1: 7
nor3_1: 24
nor3b_1: 5
o21ai_0: 6
o22ai_1: 12
o32a_1: 5
## per-layer routing
layer  up-vias  global-route usage  wire [µm]
met5         -              0.0265         91
met3        67               0.159       4260
li1       2741                   -          -
met1      3023               0.330      10300
met4         2              0.0613        879
met2       387               0.348      12700
## through the flow
stage          area, µm²  power (µW)  worst slack [ns]  hold WS (ns)  std cells
4_1_cts            11900        4600              1.28         0.559       1054
2_1_floorplan      10300        2660              1.85         0.516        634
5_1_grt            11900        4690              1.07         0.589       1054
3_3_place_gp       11100        2780             0.787         0.530       1008
3_5_place_dp       11100        2780             0.738         0.546       1008
6_report           11900        4570              1.25         0.554       1054
## logic make-up after synthesis
logic type	Yosys count
muxes	16
and+or+nand+nor	169
buffers and inverters	32
DFF	264
AOI/OAI and AO/OA	153
## layout make-up
class	count	area [µm²]	share of cell area
Tap cell	330	413	0.0347
Inverter	1	3.75	0.000315
Clock inverter	17	100	0.00840
Clock buffer	29	683	0.0573
Multi-Input combinational cell	338	2170	0.182
Timing Repair Buffer	75	618	0.0519
Sequential cell	264	7930	0.665
## power groups by stage
stage / Clock [µW] / Sequential (µW) / Combinational, µW
4_1_cts: 1860 / 2500 / 232
5_1_grt: 1940 / 2500 / 250
6_report: 1840 / 2500 / 232
Power and IR drop assume default switching activity.
