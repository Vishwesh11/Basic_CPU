==> /design/flow/design.v <==
`timescale 1ns / 1ps
module Alu(
    input [7:0] accum, data,
    input [2:0] opcode,
    input clk,
    output logic [7:0] out,
    output  zero 
    );
enum { HLT, SKZ, ADD, AND, XOR, LDA, STO, JMP} op;
  always_ff @ (negedge clk) begin 
    case(opcode) 
        HLT : out = accum;
        SKZ : out = accum;
        ADD : out = data + accum;
        AND : out = data & accum;
        XOR : out = data ^ accum;
        LDA : out = data;
        STO : out = accum;
        JMP : out = accum;
        default : out = accum;
      endcase 
  end
  assign zero = (accum == 8'h0) ? 1 : 0 ;
endmodule
==> /design/flow/run.sh <==
#!/bin/bash
# OpenROAD 26Q1-2900-gdf79404cd8, Yosys 0.63+post, stock flow scripts
make -C /OpenROAD-flow-scripts/flow DESIGN_CONFIG=/design/flow/config.mk WORK_HOME=/design/flow/orfs finish
==> /design/flow/config.mk <==
export PLATFORM = sky130hd
export DESIGN_NAME = Alu
export DESIGN_NICKNAME = Alu
export VERILOG_FILES = /design/flow/design.v
export SDC_FILE = /design/flow/constraint.sdc
export NUM_CORES = 4
export LEC_CHECK = 1
export CORE_AREA = 10 10 82 82
export DIE_AREA = 0 0 92 92
==> /design/flow/constraint.sdc <==
current_design Alu

set clk_period 3.1
set clk_io_pct 0.2

create_clock -name clk0 -period $clk_period [get_ports {clk}]

set non_clock_inputs [all_inputs -no_clocks]
set_input_delay [expr $clk_period * $clk_io_pct] -clock clk0 $non_clock_inputs
set_output_delay [expr $clk_period * $clk_io_pct] -clock clk0 [all_outputs]
==> run summary <==
The synthesis and PnR run went through. Power per cell area landed at 302 mW/mm². Once detail routing completed, the nets flagged for antenna violations numbered 0. The script extracted a total leakage power of 0.755 nW. Routing usage on met1 landed at 9.14%.

The multi-input combinational cells in the finished layout cover a total of 830 µm². After detailed routing, the number of remaining DRC violations is 0. TritonRoute output was used to compute an average wire per cell of 12.1 µm. Final core area utilization landed at 33.5%.

Number of DRC markers after the initial detailed-route iteration landed at 46. Per Yosys stat, the portion of area used by sequential elements is 18.5%. Ranked by total cell area, the synthesized netlist is headed by sky130_fd_sc_hd__dfxtp_1, sky130_fd_sc_hd__ha_1, sky130_fd_sc_hd__mux2i_1. Antenna repair during routing inserted a diode count of 0. Total die area landed at 0.00846 mm². The area recorded from the Yosys report for this design is 866 µm². In this design, the critical path's most frequently occurring cell is sky130_fd_sc_hd__buf_6.

In this run the standard cell core region covers 0.00507 mm². Overall die height landed at 92 µm. Row generation in the floorplan step produced 26 rows.

The gate-level netlist out of Yosys references 36 unique cell types. Number of warnings in the stage logs landed at 36.

For reference, the most critical setup path is categorized as primary input to flop. Final setup slack of the worst path landed at -0.293 ns.

Highest cell delay on the worst timing path landed at 0.34 ns. In the final report, the number of hold violations comes to 0. Total congestion overflow after global routing landed at 0. The worst setup path is captured at a flop. In this run the worst hold path is classified as primary input to output pin. Cell count after synthesis landed at 112. Detailed-routing iteration count for the pre-antenna-repair pass landed at 4.

Number of sinks handled by clock tree synthesis landed at 8. Worst ir drop on vdd landed at 0.175 mV. Post-detailed-placement half-perimeter wirelength landed at 2390 µm.

The final reports fail on negative setup slack. Setup repair after global routing could not meet its margin everywhere. Per the layout area report, the register area comes to 160 µm². Final instance area landed at 0.00170 mm².

After detailed routing, the number of vias per cell comes to 4.33. Detailed placement reports a standard cell area of 0.00152 mm². Summed over all failing endpoints, the final setup total negative slack is -0.837 ns. Number of pins exceeding their max-slew limit in the final report landed at 0. CTS H-tree depth landed at 1.

First-pass GRT wire length landed at 4960 µm. Final number of setup-violating endpoints landed at 6. Slew at the pin closest to its max-slew limit landed at 0.235 ns. The max-slew check reports its worst relative slack as 84.3%. The worst setup path is launched from a primary input. For met3 alone, demand over resource in global routing was 2.47%.

For reference, the clock transition at the flip-flops on the worst setup and hold paths is 0.03 ns. During placement, the flow inserted port buffers numbering 28. Listed in order, past its start point the critical path passes buf_6, ha_4, fa_2, buf_4, buf_6, buf_6, a21o_4, a211oi_2, o21ai_1. Warnings reported by Yosys during synthesis add up to 1. For reference, the post-synthesis area per instance comes to 7.73 µm². Together, buffers and inverters on the worst path number 4. After global routing, the most crowded layer is met2.

Cells with a size suffix above 1 make up 43.7% of the layout. In this design, the largest share of critical-path delay is due to adder cells. In the synthesized netlist the dominant register cell turns out to be sky130_fd_sc_hd__dfxtp_1. Total global routing track utilization landed at 6.93%. In the final layout, the fill cell count is 536. TritonCTS built the clock tree. The data arrival time reported for the critical path is 2.01 ns. The number of maximum-capacitance violations recorded for the run is 0. Global placer's final weighted congestion landed at 0.903.

Number of flip-flops in the largest register landed at 8. The cell area that synthesis handed to floorplanning was 866 µm². Number of antenna violations at the first check in global routing landed at 0. The run finished, with violations left.

The biggest area contributor in the post-synthesis netlist is sky130_fd_sc_hd__dfxtp_1. The synthesis stat section lists a flop and latch total of 8. Maximum fanout along the worst path landed at 2.

Worst setup slack before clock tree synthesis landed at -0.992 ns. During I/O placement, the number of pins put on the boundary was 29. Cell count listed in synth_stat.txt landed at 112. Number of global-route vias before repair landed at 1089. Counting flops with an async set or reset pin after synthesis yields a share of 0%.

Entering global routing, the biggest net connects 13 pins. In this run, post-CTS hold repair placed 0 buffers. CTS added clock buffers totalling 3. Core utilization before placement landed at 17.1%. Global-route track usage on met2 landed at 10.9%. No sink is reached through more buffers than the 2 on the longest clock path. The horizontal die dimension reported for this design is 92 µm. Area share of the largest cell type after synthesis landed at 18.5%. Overall routed net length landed at 3070 µm. The largest individual stage delay along the critical path comes from the cell sky130_fd_sc_hd__fa_2. Post-synth tally of flip-flops with integrated enable landed at 0.

The flow measured a signed area growth from synthesis to layout of 96.1%. Required time at the endpoint of the critical path landed at 1.72 ns. Across all layers, the routed design uses 1095 vias.

In this run the clock root is driven by a sky130_fd_sc_hd__clkbuf_8.
-- kinds of logic after synthesis --
logic type	Yosys count	share of synthesized area, %
AND-OR/OR-AND	41	30.5
AND/OR/NAND/NOR	33	19.4
buffers and inverters	9	4.48
adder cells (fa/ha/maj)	9	13.9
multiplexers	8	9.25
flip-flops	8	18.5
XOR/XNOR	4	4.05
-- area by class of cell --
class / count / share of cell area (%)
Clock inverter: 8 / 1.77
Inverter: 1 / 0.221
Tap cell: 70 / 5.16
Multi-Input combinational cell: 95 / 48.9
Timing Repair Buffer: 68 / 32.1
Sequential cell: 8 / 9.43
Clock buffer: 3 / 2.43
-- layer usage --
metal,share of wire [%],vias up
li1,-,561
met1,49,502
met2,44,30
met3,6.8,2
met4,0.26,0
met5,0,-
-- power by group --
| group | internal [mW] | total [mW] | switching, mW |
|---|---|---|---|
| clock network | 0.0984 | 0.161 | 0.0630 |
| registers | 0.117 | 0.119 | 0.00201 |
| logic | 0.134 | 0.232 | 0.0980 |
-- path summary, 6_finish.rpt --
kind | to | slack (ns) | start | depth (start not counted)
worst max-delay path | out[4] | -0.29 | accum[0] | 9
worst min-delay path | zero | 1.97 | accum[2] | 5
-- layout by cell type (no fill, tap or decap), types with 2 or more instances in the layout --
master	instances
sky130_fd_sc_hd__o21ai_1	3
sky130_fd_sc_hd__clkbuf_2	2
sky130_fd_sc_hd__nor2b_1	3
sky130_fd_sc_hd__nand2_1	10
sky130_fd_sc_hd__or4_1	2
sky130_fd_sc_hd__a211oi_2	4
sky130_fd_sc_hd__o221ai_1	2
sky130_fd_sc_hd__buf_2	9
sky130_fd_sc_hd__clkbuf_8	3
sky130_fd_sc_hd__nor2_1	6
sky130_fd_sc_hd__ha_4	7
sky130_fd_sc_hd__inv_1	9
sky130_fd_sc_hd__a21oi_1	9
sky130_fd_sc_hd__a31oi_1	2
sky130_fd_sc_hd__dlygate4sd2_1	11
sky130_fd_sc_hd__xor2_1	2
sky130_fd_sc_hd__clkdlybuf4s50_1	3
sky130_fd_sc_hd__o21ai_0	10
sky130_fd_sc_hd__dfxtp_1	8
sky130_fd_sc_hd__buf_4	33
sky130_fd_sc_hd__buf_6	9
sky130_fd_sc_hd__mux2i_1	8
-- Yosys cell counts (3+ instances only) --
| cell type | number |
|---|---|
| sky130_fd_sc_hd__a211oi_1 | 4 |
| sky130_fd_sc_hd__a21oi_1 | 9 |
| sky130_fd_sc_hd__buf_2 | 4 |
| sky130_fd_sc_hd__clkbuf_1 | 3 |
| sky130_fd_sc_hd__dfxtp_1 | 8 |
| sky130_fd_sc_hd__ha_1 | 8 |
| sky130_fd_sc_hd__mux2i_1 | 8 |
| sky130_fd_sc_hd__nand2_1 | 10 |
| sky130_fd_sc_hd__nor2_1 | 7 |
| sky130_fd_sc_hd__nor2b_1 | 3 |
| sky130_fd_sc_hd__o21ai_0 | 14 |
-- metrics by stage --
stage          cells  power [mW]  hold WS, ns
5_1_grt          253       0.558         2.00
4_1_cts          252       0.511         1.97
2_1_floorplan    112       0.238         1.33
3_5_place_dp     236       0.351         2.40
6_report         253       0.512         1.97
3_3_place_gp     236       0.350         2.39
-- what timing repair did --
action | CTS | global route
setup buffers | 4 | 1
resized | 83 | 12
endpoints found under the setup margin | 16 | 7
cloned | 2 | 0
pin swaps | 17 | 14
Power figures rest on the tool's default switching activity, not on a simulated workload.
